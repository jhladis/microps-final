`flow/str.txt`:
```
// PLAYER1:00
50
4c
41
59
45
52
41
3a
41
41
```
`flow/config.mk`:
```
export PLATFORM = sky130hd
export DESIGN_NAME = videoGen
export DESIGN_NICKNAME = videoGen
export VERILOG_FILES = /design/flow/design.v
export SDC_FILE = /design/flow/constraint.sdc
export NUM_CORES = 4
export LEC_CHECK = 1
export CORE_UTILIZATION = 40
export SYNTH_HDL_FRONTEND = slang
export SYNTH_MEMORY_MAX_BITS = 65536
```
`flow/chars.txt`:
```
//0
011100
100010
100110
101010
110010
100010
011100
000000
//1
001000
011000
001000
001000
001000
001000
011100
000000
//2
011100
100010
000010
001100
010000
100000
111110
000000
//3
011100
100010
000010
011100
000010
100010
011100
000000
//4
000100
001100
010100
100100
111110
000100
000100
000000
//5
111110
100000
111100
000010
000010
100010
011100
000000
//6
001110
010000
100000
111100
100010
100010
011100
000000
//7
111110
000010
000100
001000
010000
010000
010000
000000
//8
011100
100010
100010
011100
100010
100010
011100
000000
//9
011100
100010
100010
111110
000010
000100
111000
000000
// ASCII 10 not implemented
000000
000000
000000
000000
000000
000000
000000
000000
// ASCII 11 not implemented
000000
000000
000000
000000
000000
000000
000000
000000
// ASCII 12 not implemented
000000
000000
000000
000000
000000
000000
000000
000000
// ASCII 13 not implemented
000000
000000
000000
000000
000000
000000
000000
000000
// ASCII 14 not implemented
000000
000000
000000
000000
000000
000000
000000
000000
// ASCII 15 not implemented
000000
000000
000000
000000
000000
000000
000000
000000
// ASCII 16 not implemented
000000
000000
000000
000000
000000
000000
000000
000000
// ASCII 17 not implemented
000000
000000
000000
000000
000000
000000
000000
000000
// ASCII 18 not implemented
000000
000000
000000
000000
000000
000000
000000
000000
// ASCII 19 not implemented
000000
000000
000000
000000
000000
000000
000000
000000
// ASCII 20 not implemented
000000
000000
000000
000000
000000
000000
000000
000000
// ASCII 21 not implemented
000000
000000
000000
000000
000000
000000
000000
000000
// ASCII 22 not implemented
000000
000000
000000
000000
000000
000000
000000
000000
// ASCII 23 not implemented
000000
000000
000000
000000
000000
000000
000000
000000
// ASCII 24 not implemented
000000
000000
000000
000000
000000
000000
000000
000000
// ASCII 25 not implemented
000000
000000
000000
000000
000000
000000
000000
000000
// ASCII 26 not implemented
000000
000000
000000
000000
000000
000000
000000
000000
// ASCII 27 not implemented
000000
000000
000000
000000
000000
000000
000000
000000
// ASCII 28 not implemented
000000
000000
000000
000000
000000
000000
000000
000000
// ASCII 29 not implemented
000000
000000
000000
000000
000000
000000
000000
000000
// ASCII 30 not implemented
000000
000000
000000
000000
000000
000000
000000
000000
// ASCII 31 not implemented
000000
000000
000000
000000
000000
000000
000000
000000
// ASCII 32 not implemented
000000
000000
000000
000000
000000
000000
000000
000000
// ! ASCII 33
011000
011000
011000
011000
000000
011000
011000
000000
// ASCII 34 not implemented
000000
000000
000000
000000
000000
000000
000000
000000
// ASCII 35 not implemented
000000
000000
000000
000000
000000
000000
000000
000000
// ASCII 36 not implemented
000000
000000
000000
000000
000000
000000
000000
000000
// ASCII 37 not implemented
000000
000000
000000
000000
000000
000000
000000
000000
// ASCII 38 not implemented
000000
000000
000000
000000
000000
000000
000000
000000
// ASCII 39 not implemented
000000
000000
000000
000000
000000
000000
000000
000000
// ASCII 40 not implemented
000000
000000
000000
000000
000000
000000
000000
000000
// ASCII 41 not implemented
000000
000000
000000
000000
000000
000000
000000
000000
// ASCII 42 not implemented
000000
000000
000000
000000
000000
000000
000000
000000
// ASCII 43 not implemented
000000
000000
000000
000000
000000
000000
000000
000000
// A, ASCII 44
000000
000000
000000
000000
000000
011000
110000
100000
// ASCII 45 not implemented
000000
000000
000000
000000
000000
000000
000000
000000
// ASCII 46 not implemented
000000
000000
000000
000000
000000
000000
000000
000000
// ASCII 47 not implemented
000000
000000
000000
000000
000000
000000
000000
000000
//0 ASCII 48
011100
100010
100110
101010
110010
100010
011100
000000
//1 ASCII 49
001000
011000
001000
001000
001000
001000
011100
000000
//2 ASCII 50
011100
100010
000010
001100
010000
100000
111110
000000
//3 ASCII 51
011100
100010
000010
011100
000010
100010
011100
000000
//4 ASCII 52
000100
001100
010100
100100
111110
000100
000100
000000
//5 ASCII 53
111110
100000
111100
000010
000010
100010
011100
000000
//6 ASCII 54
001110
010000
100000
111100
100010
100010
011100
000000
//7 ASCII 55
111110
000010
000100
001000
010000
010000
010000
000000
//8 ASCII 56
011100
100010
100010
011100
100010
100010
011100
000000
//9 ASCII 57
011100
100010
100010
111110
000010
000100
111000
000000
//: ASCII 58
000000
001100
001100
000000
000000
001100
001100
000000
// ASCII 59 not implemented
000000
000000
000000
000000
000000
000000
000000
000000
// ASCII 60 not implemented
000000
000000
000000
000000
000000
000000
000000
000000
// ASCII 61 not implemented
000000
000000
000000
000000
000000
000000
000000
000000
// ASCII 62 not implemented
000000
000000
000000
000000
000000
000000
000000
000000
// ASCII 63 not implemented
000000
000000
000000
000000
000000
000000
000000
000000
// ASCII 64 not implemented
000000
000000
000000
000000
000000
000000
000000
000000
// A ASCII 65
011100
100010
100010
111110
100010
100010
100010
000000
//B ASCII 66
111100
100010
100010
111100
100010
100010
111100
000000
//C  ASCII 67
011100
100010
100000
100000
100000
100010
011100
000000
//D ASCII 68
111000
100100
100010
100010
100010
100100
111000
000000
//E ASCII 69
111110
100000
100000
111100
100000
100000
111110
000000
//F ASCII 70
111110
100000
100000
111100
100000
100000
100000
000000
//G ASCII 71
011100
100010
100000
101110
100010
100010
011100
000000
//H ASCII 72
100010
100010
100010
111110
100010
100010
100010
000000
//I ASCII 73
011100
001000
001000
001000
001000
001000
011100
000000
//J ASCII 74
001110
000100
000100
000100
000100
100100
011000
000000
//K ASCII 75
100010
100100
101000
110000
101000
100100
100010
000000
//L ASCII 76
100000
100000
100000
100000
100000
100000
111110
000000
//M ASCII 77
100010
110110
101010
101010
100010
100010
100010
000000
//N ASCII 78
100010
100010
110010
101010
100110
100010
100010
000000
//O ASCII 79
011100
100010
100010
100010
100010
100010
011100
000000
//P ASCII 80
111100
100010
100010
111100
100000
100000
100000
000000
//Q ASCII 81
011100
100010
100010
100010
101010
100100
011010
000000
//R ASCII 82
111100
100010
100010
111100
101000
100100
100010
000000
//S ASCII 83
011110
100000
100000
011100
000010
000010
111100
000000
//T ASCII 84
111110
001000
001000
001000
001000
001000
001000
000000
//U ASCII 85
100010
100010
100010
100010
100010
100010
011100
000000
//V ASCII 86
100010
100010
100010
100010
100010
010100
001000
000000
//W ASCII 87
100010
100010
101010
101010
101010
010100
010100
000000
//X ASCII 88
100010
100010
010100
001000
010100
100010
100010
000000
//Y ASCII 89
100010
100010
100010
010100
001000
001000
001000
000000
//Z ASCII 90
111111
000010
000100
001000
010000
100000
111110
000000
// cursor 91
100000
110000
111000
111100
101000
000100
000010
000000
// square 92
111111
111111
111111
111111
111111
111111
111111
111111
```
`flow/constraint.sdc`:
```
current_design videoGen

set clk_period 14.9
set clk_io_pct 0.2

create_clock -name clk0 -period $clk_period

set non_clock_inputs [all_inputs -no_clocks]
set_input_delay [expr $clk_period * $clk_io_pct] -clock clk0 $non_clock_inputs
set_output_delay [expr $clk_period * $clk_io_pct] -clock clk0 [all_outputs]
```
`flow/run.sh`:
```
#!/bin/bash
# OpenROAD 26Q1-2900-gdf79404cd8, Yosys 0.63+post, stock flow scripts
make -C /OpenROAD-flow-scripts/flow DESIGN_CONFIG=/design/flow/config.mk WORK_HOME=/design/flow/orfs finish
```
`flow/sounds.txt`:
```
//format: period_duration
//period of 0 indicates silence
//duration of 0 indicates end of sequence
00000000
// start-up: 0x1
02553719	//c4
01DA0419	//e4
018E9819	//g4
012A9D19	//c5
00000000
// wall collision: 0x6
02553702	//c4
012A9D04	//c5
00000000
// paddle collision: 0x9
0255370A	//c4
00ED0314	//e5
00000000
// score event: 0xC
018E9814	//g4
012A9D0A	//c5
018E9814	//g4
00000000
// game over: 0x10
012A9D19	//c5
018E9819	//g4
01DA0419	//e4
02553719	//c4
00000000
```
`flow/design.v`:
```
module project_FPGA(input  logic       clk,
                    output logic       vgaclk,                  
                    output logic       hsync, vsync, sync_b,    
                    output logic [7:0] r_out, g_out, b_out,     
                    input  logic       spiRst,
                    input  logic       sck_a, sck_b, sdo_a, sdo_b,  
                    output logic       sdi_a, sdi_b,              
                    output logic [7:0] led,
                    output logic       audio_out);              
    logic [9:0] paddle1, paddle2, ballx, bally;
    logic [9:0] x, y;
    logic [5:0] score1, score2;
    logic [31:0] send_a, send_b, received_a, received_b;
    logic [7:0] r_int, g_int, b_int;
    logic [8:0] sound_sel;
    logic [2:0] msg_sel;
    vgaCont vgaCont(.clk(clk), .r_int(r_int), .g_int(g_int), .b_int(b_int),
                    .vgaclk(vgaclk), .hsync(hsync), .vsync(vsync), .sync_b(sync_b), .x(x), .y(y),
                    .r_out(r_out), .g_out(g_out), .b_out(b_out));
    videoGen videoGen(.paddle1(paddle1), .paddle2(paddle2), .ballx(ballx), .bally(bally),
                      .score1(score1), .score2(score2),.x(x), .y(y),
                      .r_int(r_int), .g_int(g_int), .b_int(b_int), .msg_sel(msg_sel));
    spiSlave spiSlave1(.sck(sck_a), .sdo(sdo_a), .sdi(sdi_a), .reset(spiRst), .vsync(vsync),
                       .d(send_a), .q(received_a));
    spiSlave spiSlave2(.sck(sck_b), .sdo(sdo_b), .sdi(sdi_b), .reset(spiRst), .vsync(vsync),
                       .d(send_b), .q(received_b));
    dataDecode dataDecode(.send_a(send_a), .send_b(send_b), .received_a(received_a), .received_b(received_b),
                          .ballx(ballx), .bally(bally), .score1(score1), .score2(score2),
                          .paddle1(paddle1), .paddle2(paddle2), .sound_sel(sound_sel), .msg_sel(msg_sel));
    audio audio(.per_clk(clk), .sound_sel(sound_sel), .audio_out(audio_out));
endmodule
module vgaCont#(parameter HMAX   = 10'd800,
                          VMAX   = 10'd525, 
                          HSTART = 10'd152,
                          VSTART = 10'd37)
               (input  logic       clk,
                input  logic [7:0] r_int, g_int, b_int,
                output logic       vgaclk, hsync, vsync, sync_b,
                output logic [9:0] x, y,
                output logic [7:0] r_out, g_out, b_out);
    logic [9:0] hcnt, vcnt;
    logic       oldhsync;
    logic       valid;
    vgaPLL vgaPLL_inst (.areset ( areset_sig ),
                        .inclk0 ( clk ),
                        .c0 ( vgaclk ),
                        .locked ( locked_sig ));
    always @(posedge vgaclk) begin
        if (hcnt >= HMAX) hcnt = 0;
        else hcnt++;
        if (hsync & ~oldhsync) begin  
            if (vcnt >= VMAX) vcnt = 0;
            else vcnt++;
        end
        oldhsync = hsync;
    end
    assign hsync = ~(hcnt >= 10'd8 & hcnt < 10'd104);  
    assign vsync = ~(vcnt >= 2 & vcnt < 4);  
    assign sync_b = hsync | vsync;
    assign x = hcnt - HSTART;
    assign y = vcnt - VSTART;
    assign valid = (hcnt >= HSTART & hcnt < HSTART+10'd640 &
                    vcnt >= VSTART & vcnt < VSTART+10'd480);
    assign {r_out,g_out,b_out} = valid ? {r_int,g_int,b_int} : 24'b0;
endmodule
module videoGen (input  logic [9:0] paddle1, paddle2, ballx, bally, x, y,
                 input  logic [5:0] score1, score2,
                 input  logic [2:0] msg_sel,
                 output logic [7:0] r_int, g_int, b_int);
    logic [7:0] r_head, g_head, b_head;
    logic in_text;
    logic [23:0] textcolor;
    headerDisp headerDisp(.x(x), .y(y), .score1(score1), .score2(score2),
                          .r(r_head), .g(g_head), .b(b_head));
    msgDisp msgDisp(.x(x), .y(y), .msg_sel(msg_sel), .textcolor(textcolor), .pixel(in_text));
    logic in_paddle1, in_paddle2, in_ball;
    logic [9:0] dist2ballx, dist2bally;
    logic [19:0] dist2ballr;
    always_comb begin
        in_paddle1 = (x < 10'd10) & (y >= paddle1) & (y < paddle1+10'd50);
        in_paddle2 = (x >= 10'd640-10'd10) & (y >= paddle2) & (y < paddle2+10'd50);
        dist2ballx = (x > ballx) ? (x - ballx) : (ballx - x);
        dist2bally = (y > bally) ? (y - bally) : (bally - y);
        dist2ballr = (dist2ballx*dist2ballx + dist2bally*dist2bally);
        in_ball = dist2ballr >= '0 & dist2ballr <= 10'd95;
        if (in_text)
            {r_int, g_int, b_int} = textcolor;
        else if (in_ball)
            {r_int, g_int, b_int} = 24'h6060FF;
        else if (in_paddle1 | in_paddle2)
            {r_int, g_int, b_int} = 24'hFFFFFF;
        else
            {r_int, g_int, b_int} = {r_head, g_head, b_head};
    end
endmodule
module headerDisp#(parameter HEADHEIGHT = 10'd10,
                             LABELWIDTH = 10'd60,
                             DIGCOLOR = 24'hFFFFFF)
                  (input  logic [9:0] x, y,
                   input  logic [5:0] score1, score2,
                   output logic [7:0] r, g, b);
    logic [3:0] digit_1a, digit_1b, digit_2a, digit_2b;
    logic [5:0] chars [1023:0];
    logic [7:0] str [9:0];
    logic [5:0] line;
    logic       pixel;
    initial $readmemb("chars.txt", chars);
    initial $readmemh("str.txt", str);
    always_comb begin
        digit_1a = score1 / 6'd10;
        digit_1b = score1 % 6'd10;
        digit_2a = score2 / 6'd10;
        digit_2b = score2 % 6'd10;
        if (y < 10'd8) begin
            if (x < LABELWIDTH) begin
                str[6] = 8'h31;
                str[8] = digit_1a + 8'h30;
                str[9] = digit_1b + 8'h30;
                line = chars[{str[x/10'd6], y[2:0]}];
                pixel = line[3'd5 - x % 10'd6];
            end else if (x >= 10'd640 - LABELWIDTH) begin
                str[6] = 8'h32;
                str[8] = digit_2a + 8'h30;
                str[9] = digit_2b + 8'h30;
                line = chars[{str[(x-(10'd640-LABELWIDTH))/10'd6], y[2:0]}];
                pixel = line[3'd5 - (x - (10'd640-LABELWIDTH)) % 10'd6];
            end else begin
                line = '0;
                pixel = 0;
            end
        end else if (y == HEADHEIGHT) begin
            line = '0;
            pixel = 1;
        end else begin
            line = '0;
            pixel = 0;
        end
        {r, g, b} = pixel ? DIGCOLOR : 24'h000000;
    end
endmodule
module msgDisp#(parameter MAGNIFY = 10'd6)
               (input  logic [9:0]  x, y,
                input  logic [2:0]  msg_sel,
                output logic        pixel,
                output logic [23:0] textcolor);
    logic [9:0]  xoff, yoff, str_addr, str_length;
    always_comb begin
        case(msg_sel)
            3'd1 : begin
                str_addr=10'd0; str_length=10'd15;
            end
				3'd2 : begin
                str_addr=10'd15; str_length=10'd15;
            end
				3'd3 : begin
                str_addr=10'd30; str_length=10'd9;
            end
				3'd4 : begin
                str_addr=10'd39; str_length=10'd12;
            end
				3'd5 : begin
                str_addr=10'd51; str_length=10'd12;
            end
            default : begin
                str_addr=10'd0; str_length=10'd0;
            end
        endcase
		  xoff =(10'd640-str_length*10'd6*MAGNIFY)/2;   
		  yoff=10'd200;
		  textcolor = 24'hFFFFFF;
    end
    textDisp textDisp(.x(x), .y(y), .xoff(xoff), .yoff(yoff), .str_addr(str_addr),
							.str_length(str_length), .magnify(MAGNIFY), .pixel(pixel));
endmodule
module textDisp#(parameter TEXTFILE = "string.txt",
                 TXT_LENGTH = 63)   
                (input  logic [9:0]  x, y, xoff, yoff, str_addr, str_length, magnify,
                 output logic        pixel);
    logic [7:0] char_address;
    logic [5:0] chars [743:0];
    logic [5:0] line, xcharoff;
    logic [7:0] text [(TXT_LENGTH-1):0];
    logic [9:0] xrel, yrel;
    initial $readmemb("chars.txt", chars);
    initial $readmemh(TEXTFILE, text);   
    always_comb begin
        xrel = (x-xoff)/magnify;
        yrel = (y-yoff)/magnify;
        if (yrel >= '0 && yrel < 10'd8 && xrel >= '0 && xrel < 10'd6*str_length) begin
            char_address = text[(str_addr+xrel/10'd6)];  
            xcharoff = xrel % 10'd6;
            line = chars[{char_address, yrel[2:0]}];  
            pixel = line[10'd6-6'd1 - xcharoff];  
        end else begin
            char_address = '0;
            xcharoff = '0;
            line = '0;
            pixel = 0;
        end
    end
endmodule
module spiSlave(input  logic        sck, sdo, reset, vsync,
                input  logic [31:0] d,               
                output logic        sdi,
                output logic [31:0] q);              
    logic [31:0] dSR, qSR;       
    logic [31:0] qBuf;           
    logic [4:0]  c;              
    logic        updateBuf;
    always_ff @(negedge sck, posedge reset) begin
        if (reset) begin
            c <= 5'b11111;
            dSR <= '0;
            qSR <= '0;
            sdi <= 0;
        end else begin
            c <= c + '1;
            qSR <= {qSR[30:0], sdo};
            dSR <= {dSR[30:0], 1'b0};
            sdi <= dSR[31];
        end
    end
    assign updateBuf = &c;
    always_ff @(posedge updateBuf)
        qBuf <= qSR;             
    always_ff @(posedge vsync)
        q <= qBuf;               
endmodule
module dataDecode(input  [31:0] received_a, received_b,
                  output [31:0] send_a, send_b,
                  output  [9:0] ballx, bally, paddle1, paddle2,
                  output  [5:0] score1, score2,
                  output  [8:0] sound_sel,
                  output  [2:0] msg_sel);
    always_comb begin
        send_a = '0;          
        send_b = '0;          
        {ballx, bally, sound_sel, msg_sel} = received_a;
        {paddle1, paddle2, score1, score2} = received_b;
    end
endmodule
module audio#(parameter PSIZE = 24,
              parameter DSIZE = 8)
             (input  logic        per_clk,
              input  logic  [8:0] sound_sel,
              output logic        audio_out);
    logic                     dur_clk;
    logic [(PSIZE+DSIZE)-1:0] sounds [63:0];
    logic [6:0]               sound_index;
    logic [PSIZE-1:0]         sound_per, per_count;
    logic [DSIZE-1:0]         sound_dur;
    logic [DSIZE+3:0]         dur_count;
    initial $readmemh("sounds.txt", sounds);
    audioPLL audioPLL_inst (.areset ( areset_sig ),
                            .inclk0 ( per_clk ),
                            .c0 ( dur_clk ),
                            .locked ( locked_sig ));
    always_ff@(posedge dur_clk) begin
        if (sound_dur == '0) begin
            sound_index <= sound_sel[5:0];
            {sound_per, sound_dur} <= sounds[sound_index];
        end else if (dur_count >= {sound_dur, 4'b0}) begin
            dur_count <= '0;
            {sound_per, sound_dur} <= sounds[sound_index + 1'b1];
            sound_index <= sound_index + 1'b1;
        end else
            dur_count <= dur_count + 1'b1;
    end
    always_ff@(posedge per_clk) begin
        if (sound_per == 0)
            audio_out <= 0;
        else if (per_count >= sound_per) begin
            per_count <= '0;
            audio_out <= ~audio_out;
        end else
            per_count <= per_count + 1'b1;
    end
endmodule
```
==> git commit body <==
Log flow metrics for this revision

- Cell with the largest stage delay on the worst path: fa_2
* Initial DRT Pass Iterations: 4
- Total global-route track usage: 0.2001
- The wire-length estimate of the detail-placed layout is around 18000 um.
* CP peak stage delay: around 550 ps
* Top-count cell post-synth: inv_1
* Post-Route WL: between 20000 and 25000 um
- The min-delay analysis places its worst path in the category input pin to output port.
- The required time at the worst endpoint is listed as about 12000 ps.
- The worst hold path passes through 7 cells.
- Initial antenna violation count: 0
- Max Cap Viol: 0
- Startpoint types: input pin
- The first global-routing pass estimated approximately 35000 um of wire.
- Looking at the setup timing report, the critical path kind is input pin to output port.
- Endpoint kind of the worst setup timing path: output port
* Die width: 148.9 um
- Cells in synth_stat.txt: 1030
* Count of clock-net buffers in the final layout: 0
- In the final timing run, aggregate negative setup slack is 0 ps.
- Synthesis produced a netlist whose cell count is slightly above 1000.
* FFs & Latches: 0
- Violation tally from detailed-route iteration zero: about 160
- Final hold slack: between 7000 and 8000 ps
- Die Y-Extent: roughly 150 um
* Setup repair after global routing missed its margin: false
- RePlAce ended its routability-driven mode at a weighted congestion of ~0.93.
- Chip area in the Yosys report: 8637 um2
- Synth-to-layout area growth: 41.63%
- Post-cts hold buffer count: 0
- Antenna-violating nets left: 0
* Seq share, synth: 0
- Post-Synthesis Mean Instance Area: 8.385 um2
* Number of distinct library cell variants in the gate-level netlist after synthesis: about 66
- Summed area of non-filler cells in the final layout: ~12000 um2
- The final antenna diode tally reported by the flow is 0.
* Setup-violating endpoint count in the final report: 0
- Reg area: 0 um2
- Area of the core region: 21090 um2
* Final Cycle Share: 0.9746
- The synthesis run shows the most used standard cells to be inv_1, ha_1, fa_1, nor2_1, a21oi_1.
- Final non-filler cell total: between 1500 and 2000
- Fraction of synthesized cell area taken by the top area cell type: 0.3083
- Relative max-transition margin: 0.03891
- Number of vias in the routed layout: 7612
- On the critical path the data arrives at 11540 ps.
- Fraction of final layout cells sized beyond drive strength 1: 0.2815
- End point of the most critical hold path: b_int[1]
- Row generation in the floorplan step produced around 53 rows.
- Total gr overflow: 0
- Minimum period implied by the final worst setup slack: between 10000 and 15000 ps
- Vias per cell: around 4.8
- Vias in the first global route: 7583
- The synthesized netlist occupies a cell area of about 8600 um2.
- The worst hold path begins at paddle1[8].
* Maximum number of pins on one net before global-route repair: 10
- In this run the tools logged warnings totalling ~70.
- Chip Footprint: 22180 um2
- Dominant delay contributor by cell family on the critical path: adder cells
- Buffer-and-inverter tally for the worst setup path: 12
- Once placement finished, the instance area stood at 11240 um2.
- between 90 and 100 I/O pins were placed.
- Result of the run: finished clean
- Biggest fanout along the worst timing path: 8
- Per the final report, max-transition violations number 0.
- Among the stages of the critical path, the cell type that occurs most often is inv_1.
* Number of placed cells counting well taps: about 1600
* Upper clock frequency limit: between 0.06 and 0.07 GHz
- Transition time at the pin with the least slew margin: 1442 ps
* Floorplan core density: 0.4096
- Number of input and output port buffers inserted: about 84
* Synth top area cells: fa_1, ha_1, inv_1
* Mean routed wirelength per cell: between 10 and 15 um
- Synth Warn #: 56
- The script parses the final routing iteration and logs DRC violations as 0.
- The biggest area contributor in the post-synthesis netlist is fa_1.
- Per the final timing report, the hold violations number 0.
==> placed cells by master (no fill, tap or decap), types with 10 or more instances in the layout <==
cell,count
a21oi_1,41
nand2_1,42
xnor2_1,33
ha_1,139
nand4_1,11
inv_1,248
inv_2,14
fa_1,121
buf_6,10
nand3_1,16
nor2_1,63
buf_4,236
a21o_1,22
clkdlybuf4s50_1,46
o21ai_0,18
nand2b_1,12
dlymetal6s2s_1,35
fa_2,12
xor2_1,10
ha_4,18
==> metal layers <==
metal / track usage / vias up / share of wire
li1: - / 3884 / -
met1: 0.2842 / 3551 / 0.46
met2: 0.3312 / 169 / 0.46
met3: 0.05179 / 8 / 0.069
met4: 0.008163 / 0 / 0.0068
met5: 0 / - / 0
==> metrics by stage <==
stage | setup WS (ps) | utilization
after floorplan | 208.8 | -
after global routing | 5.158 | 0.5801
after detailed placement | -693.2 | 0.5330
final | 377.9 | 0.5801
after CTS | 1.458 | 0.5545
after global placement | -643.7 | 0.5330
==> kinds of logic after synthesis <==
family,count (synthesis),share of synthesized area
adders and majority gates,291,0.5372
muxes,17,0.02086
and+or+nand+nor,205,0.1147
xor gates and xnor gates,52,0.05519
AOI/OAI and AO/OA,166,0.1311
buffers and inverters,299,0.1410
==> repair_timing <==
item,4_1_cts,5_1_grt
gates cloned,2,0
endpoints found under the setup margin,24,24
pin swaps,60,65
setup buffers,14,12
resized,76,109
==> worst max path at each step <==
stage | cells past startpoint | from | slack (ps) | to
CTS | 38 | y[0] | 1 | g_int[2]
global route | 36 | y[8] | 5 | r_int[1]
finish | 37 | y[3] | 380 | r_int[1]
==> layout make-up <==
cell class / count / area, um2
timing repair buffer: 331 / 2836
inverter: 262 / 983.4
fill: 1815 / 8855
tap: 275 / 344.1
multi-input combinational: 732 / 8069
